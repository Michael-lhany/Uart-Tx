$ cat ./config.mk
export PLATFORM = sky130hd
export DESIGN_NAME = UART_Tx_Top
export DESIGN_NICKNAME = UART_Tx_Top
export VERILOG_FILES = /design/flow/design.v
export SDC_FILE = /design/flow/constraint.sdc
export NUM_CORES = 4
export LEC_CHECK = 1
export CORE_AREA = 10 10 103 103
export DIE_AREA = 0 0 113 113
$ cat ./constraint.sdc
current_design UART_Tx_Top

set clk_period 2.3
set clk_io_pct 0.2

create_clock -name clk0 -period $clk_period [get_ports {CLK}]

set non_clock_inputs [all_inputs -no_clocks]
set_input_delay [expr $clk_period * $clk_io_pct] -clock clk0 $non_clock_inputs
set_output_delay [expr $clk_period * $clk_io_pct] -clock clk0 [all_outputs]
$ cat ./design.v
module Mux (
input wire CLK,
input wire RST,
input wire [1:0] mux_sel,
input wire ser_data,
input wire par_bit,
output reg TX_OUT
);
localparam start_bit = 1'b0;
localparam stop_bit = 1'b1;
always @(posedge CLK or negedge RST) begin
	if(~RST) begin
		TX_OUT <= stop_bit;
	end else begin
		case(mux_sel)
			2'b00: begin
				TX_OUT <= stop_bit;
			end
			2'b01: begin
				TX_OUT <= start_bit;
			end
			2'b10: begin
				TX_OUT <= ser_data;
			end
			2'b11: begin
				TX_OUT <= par_bit;
			end	
		endcase
	end 
end
endmodule
module parity_calc (
input wire CLK,
input wire RST,
input wire [7:0] P_DATA,
input wire PAR_TYP,
input wire Data_Valid,
input wire Busy,
output reg par_bit
);
reg [7:0] IN_DATA; 
always @(posedge CLK or negedge RST) begin
	if (~RST) begin
		IN_DATA <= 'b0;
	end
	else if (Data_Valid && ~Busy) begin
		IN_DATA <= P_DATA;
	end
end
always @(posedge CLK or negedge RST) begin
	if (~RST) begin
		par_bit <= 0;
	end else begin
		if(Data_Valid) begin
			if (PAR_TYP == 0) begin
			 	par_bit <= ~^P_DATA ;
			end else begin
				par_bit <= ^P_DATA ;
			end
		end
	end
end
endmodule
module serializer (
input wire CLK,
input wire RST,
input wire [7:0] P_DATA,
input wire Data_Valid,
input wire ser_en,
input wire Busy,
output wire ser_done,
output wire ser_data
);
reg [3:0] counter;
reg [7:0] IN_data;
always @ (posedge CLK or negedge RST) begin
	if(!RST) begin
    	IN_data <= 'b0 ;
	end 
	else if(Data_Valid && !Busy) begin
    IN_data <= P_DATA ;
	end	
	else if(ser_en) begin
    IN_data <= IN_data >> 1 ;          
    end
 end
always @ (posedge CLK or negedge RST)
 begin
  if(!RST)
   begin
    counter <= 'b0 ;
   end
  else
   begin
    if (ser_en)
	 begin
      counter <= counter + 'b1 ;		 
	 end
	else 
	 begin
      counter <= 'b0 ;		 
	 end	
   end
 end 
assign ser_done = (counter == 'b111) ? 1'b1 : 1'b0 ;
assign ser_data = IN_data[0] ;
endmodule
module UART_FSM (
input wire CLK,
input wire RST,
input wire Data_Valid,
input wire PAR_EN,
input wire ser_done,
output reg [1:0] mux_sel,
output reg Busy,
output reg ser_en
); 
parameter [2:0] 	IDLE = 3'b000,
					START = 3'b001,
					DATA = 3'b011,
					PARITY = 3'b010,
					STOP = 3'b110;
localparam [1:0]	sel_start_bit = 2'b01,
					sel_stop_bit = 2'b00,
					sel_data_bits = 2'b10,
					sel_parity_bit = 2'b11;
reg	[2:0]	current_state,
			next_state ;
reg Busy_c;
always @(posedge CLK or negedge RST) begin
	if (~RST) begin
		current_state <= IDLE;
	end
	else begin
		current_state <= next_state;
	end
end
always @(*) begin
	case(current_state)
	IDLE : begin
		if (Data_Valid) begin
			next_state = START;
		end else begin
			next_state = IDLE;
		end
	end
	START : begin
		next_state = DATA;
	end
	DATA : begin
		if (ser_done && PAR_EN) begin
			next_state = PARITY;
		end else if (ser_done && ~PAR_EN) begin
			next_state = STOP;
		end else begin
			next_state = current_state;
		end
	end
	PARITY : begin
		next_state = STOP;
	end
	STOP : begin
		next_state = IDLE;
	end
	default : begin
		next_state = IDLE;
	end
	endcase
end
always @(*) begin
	ser_en = 1'b0;
	Busy_c = 1'b0;
	mux_sel = sel_stop_bit;
	case(current_state)
	IDLE  : begin
		ser_en = 1'b0;
		Busy_c = 1'b0;
		mux_sel = sel_stop_bit;
	end
	START : begin
		ser_en = 1'b0;
		Busy_c = 1'b1;
		mux_sel = sel_start_bit;
	end
	DATA : begin
		ser_en = 1'b1;
		Busy_c = 1'b1;
		mux_sel = sel_data_bits;
	end
	PARITY : begin
		ser_en = 1'b0;
		Busy_c = 1'b1;
		mux_sel = sel_parity_bit;
	end
	STOP : begin
		ser_en = 1'b0;
		Busy_c = 1'b1;
		mux_sel = sel_stop_bit;
	end
	default  : begin
    	ser_en = 1'b0;
		Busy_c = 1'b0; 
		mux_sel = sel_stop_bit;
	end
	endcase
end
always @ (posedge CLK or negedge RST)
 begin
  if(!RST)
   begin
    Busy <= 1'b0 ;
   end
  else
   begin
    Busy <= Busy_c ;
   end
 end
 endmodule
module UART_Tx_Top (
input wire CLK,
input wire RST,
input wire PAR_TYP,
input wire PAR_EN,
input wire Data_Valid,
input wire [7:0] P_DATA,
output TX_OUT, 
output Busy
);
wire 	ser_done, 
		ser_en, 
		ser_data,
		par_bit;
wire [1:0]	mux_sel;
UART_FSM FSM(
.CLK(CLK),
.RST(RST),
.Data_Valid(Data_Valid),
.PAR_EN(PAR_EN),
.ser_done(ser_done),
.mux_sel(mux_sel),
.Busy(Busy),
.ser_en(ser_en)
);
serializer serial(
.CLK(CLK),
.RST(RST),
.P_DATA(P_DATA),
.Data_Valid(Data_Valid),
.ser_en(ser_en),
.Busy(Busy),
.ser_done(ser_done),
.ser_data(ser_data)
);
parity_calc par_calc(
.CLK(CLK),
.RST(RST),
.P_DATA(P_DATA),
.PAR_TYP(PAR_TYP),
.Data_Valid(Data_Valid),
.Busy(Busy),
.par_bit(par_bit)
);
Mux mux(
.CLK(CLK),
.RST(RST),
.mux_sel(mux_sel),
.ser_data(ser_data),
.par_bit(par_bit),
.TX_OUT(TX_OUT)
);
endmodule
$ cat ./run.sh
#!/bin/bash
# OpenROAD 26Q1-2900-gdf79404cd8, Yosys 0.63+post, stock flow scripts
make -C /OpenROAD-flow-scripts/flow DESIGN_CONFIG=/design/flow/config.mk WORK_HOME=/design/flow/orfs finish
==> flow_metrics.rpt <==
=== SYNTHESIS / PLACE & ROUTE SUMMARY ===
----------------------------------------------------
[Detailed routing]
  Drt initial violations ........................ 15
  Detailed Routing Iterations Pass 1 ........................ 2
  Uppermost layer routed ........................ met4
  Antenna diode count ........................ 0
  Wire length reported by the detailed router ........................ 1585 µm
  Met3 wirelength from detailed routing ........................ 58 µm
  Average routed wire per standard cell ........................ 7.886 µm
  Met2 WL ........................ 710 µm
  Count of vias placed by the detailed router ........................ 598
  Final routed DRC violation total ........................ 0
  Detail-routed via count per cell ........................ 2.975
  Post-DRT Antenna Nets ........................ 0
  Metal-1 WL ........................ 789 µm

[Timing]
  Period utilisation layout ........................ 73.61%
  Hold Worst Slack ........................ 455.5 ps
  Sum Neg Setup Slack ........................ 0 ps
  Hold violation count in the final report ........................ 0
  Fmax ........................ 590.6 MHz
  Post-route clock skew ........................ 1.555 ps
  Slew of the pin with the lowest slew margin ........................ 565.0 ps
  Minimum setup slack in the final design ........................ 606.9 ps
  Setup violations, final ........................ 0
  Headroom to the max-slew limit ........................ 62.29%
  Final critical-path required period ........................ 1693 ps
  Slew Viols, Final ........................ 0
  Unrepaired setup endpoints after global routing ........................ no

[Clock network]
  H-tree depth ........................ 1
  Number of buffers on the longest clock path ........................ 2
  Cell chosen for the clock root ........................ sky130_fd_sc_hd__clkbuf_8
  CTS sink cnt ........................ 20
  Clk Latency, worst-skew pair ........................ 250 ps
  Total clock buffers created by CTS ........................ 3
  CTS tree ........................ done
  Post-CTS Hold Buffers ........................ 0
  Setup Buffers After CTS ........................ 0
  Post-cts resize count ........................ 0
  Clock-pin slew reported for the worst setup and hold paths after clock tree synthesis ........................ 70 ps

[GRT]
  Maximum number of pins on one net before global-route repair ........................ 21
  Wire length of the first global-routing pass ........................ 2967 µm
  Number of global-route vias before repair ........................ 649
  Total track usage ........................ 2.644%
  Global route overflow ........................ 0
  Antenna violations before repair ........................ 0

[Critical path]
  Crit start category ........................ flop
  Crit path buf inv count ........................ 1
  Worst setup EP type ........................ output port
  Largest driver fanout on the critical path ........................ 1
  Category of cells accounting for the largest share of critical-path delay ........................ flip-flops
  Signal arrival time at the worst endpoint ........................ 1230 ps
  Critical setup path kind ........................ flop to output port
  Logic depth of the worst setup path including buffers ........................ 1
  Crit path DRT ........................ 1840 ps
  Length in cells of the worst reg-to-reg path ........................ 1
  Longest individual stage delay on the worst path ........................ 530 ps
  Cell breakdown of the critical path ........................ clkdlybuf4s50_1
  Reg-to-reg setup timing slack ........................ 1040 ps
  Slowest CP cell ........................ sky130_fd_sc_hd__dfstp_2

[Place]
  Final Wtd Congestion ........................ 0.7308
  Number of buffers inserted by port buffering ........................ 14
  Post-DP HPWL ........................ 1243 µm
  Post-place setup slack ........................ 418.8 ps

[Power]
  Design Power ........................ 1.010 mW
  Maximum vdd ir drop ........................ 0.3153 mV
  Static power due to leakage ........................ 0.5156 nW
  Power Density ........................ 832.2 nW/µm²

[Yosys]
  Chip area in the Yosys report ........................ 889.6 µm²
  Async set or reset register ratio after synthesis ........................ 100.0%
  Most used standard cell by instance count after synthesis ........................ sky130_fd_sc_hd__dfrtp_1
  Synth top cells by count ........................ 18 x sky130_fd_sc_hd__dfrtp_1, 11 x sky130_fd_sc_hd__nand2_1, 8 x sky130_fd_sc_hd__o21ai_1
  Seq/Total Area, Yosys ........................ 56.54%
  Cell count after synthesis ........................ 79
  Top flip-flop cell by instance count after synthesis ........................ sky130_fd_sc_hd__dfrtp_1
  Post-synth top area share ........................ 50.63%
  Number of warning messages in the yosys log ........................ 4
  Number of synthesized register bits ........................ 20
  Count of different cell masters after synthesis ........................ 23
  Number of flops mapped to enable cells by yosys ........................ 0
  Netlist area before placement ........................ 889.6 µm²
  # Cells Yosys ........................ 79
  Biggest area contributors in the synthesized netlist ........................ sky130_fd_sc_hd__dfrtp_1 51%, sky130_fd_sc_hd__mux2i_1 7.9%, sky130_fd_sc_hd__dfstp_2 5.9%
  Cell type contributing the most total cell area after synthesis ........................ sky130_fd_sc_hd__dfrtp_1
  Post-Syn Area per Cell ........................ 11.26 µm²

[Die]
  Die x size ........................ 113 µm
  Number of placement rows ........................ 33
  I/O pin cnt ........................ 15
  Die Y ........................ 113 µm
  Die area ........................ 12770 µm²
  Area of the core region ........................ 8299 µm²
  FP Core Util ........................ 10.72%

[Min path]
  Cell count of the worst hold path ........................ 1
  Worst Hold Class ........................ flop to flop

[Cells and area]
  Layout Area Growth over Synthesis ........................ 36.43%
  Multi-input gate area in the final layout ........................ 365.4 µm²
  Fillcell total ........................ 926
  Area taken by flip-flops and latches ........................ 503.0 µm²
  Layout cell share with drive strength beyond 1 ........................ 10.42%

[Status]
  Run status ........................ finished clean

[Job]
  Total number of warnings across the stage logs ........................ 25
  Number of max-capacitance violations reported ........................ 0

----------------------------------------------------
power by group:
group | internal [mW] | switching, mW | total (mW)
clock | 0.152 | 0.108 | 0.260
combinational | 0.136 | 0.0983 | 0.234
sequential | 0.448 | 0.0676 | 0.516
total | 0.736 | 0.274 | 1.01
layout make-up:
type	instances	area share, %
Timing Repair Buffer	15	12.17
Sequential cell	20	41.44
Tap cell	105	10.82
Clock buffer	4	4.536
Multi-Input combinational cell	54	30.10
Inverter	3	0.9278
layer usage:
metal | vias to the layer above | track usage [%]
met5 | - | 0
met4 | 0 | 0.5076
met3 | 4 | 0.6410
met2 | 14 | 4.071
met1 | 283 | 3.693
li1 | 297 | -
cell families (layout without fill, tap and decap cells):
kind of cell | after synthesis | in the layout | synth area share, %
AND/OR/NAND/NOR | 23 | 23 | 11.39
flip-flops | 20 | 20 | 56.54
AND-OR/OR-AND | 14 | 14 | 9.142
XOR/XNOR | 9 | 9 | 11.25
multiplexers | 7 | 7 | 7.877
buffers and inverters | 5 | 22 | 2.391
adder cells (fa/ha/maj) | 1 | 1 | 1.406
cells in the final DEF (no fill, tap or decap):
cell / instances
sky130_fd_sc_hd__and2_1: 2
sky130_fd_sc_hd__ha_1: 1
sky130_fd_sc_hd__o21bai_1: 2
sky130_fd_sc_hd__dfstp_2: 2
sky130_fd_sc_hd__and3_1: 1
sky130_fd_sc_hd__o21ai_1: 8
sky130_fd_sc_hd__a21o_1: 1
sky130_fd_sc_hd__xnor2_2: 1
sky130_fd_sc_hd__or4_1: 1
sky130_fd_sc_hd__inv_2: 1
sky130_fd_sc_hd__xor2_1: 2
sky130_fd_sc_hd__o32ai_1: 1
sky130_fd_sc_hd__clkdlybuf4s50_1: 14
sky130_fd_sc_hd__nand2_1: 11
sky130_fd_sc_hd__xnor3_1: 1
sky130_fd_sc_hd__nor2_2: 1
sky130_fd_sc_hd__buf_4: 1
sky130_fd_sc_hd__xnor2_1: 5
sky130_fd_sc_hd__inv_1: 2
sky130_fd_sc_hd__nand3_1: 1
sky130_fd_sc_hd__mux2i_1: 7
sky130_fd_sc_hd__a21oi_1: 2
sky130_fd_sc_hd__dfrtp_1: 18
sky130_fd_sc_hd__clkbuf_8: 4
sky130_fd_sc_hd__nor2_1: 6
final timing paths:
kind                                endpoint                  from
max in group asynchronous         mux.TX_OUT                   RST
max                                   TX_OUT            mux.TX_OUT
max reg2reg                         FSM.Busy  FSM.current_state[4]
min                        serial.counter[0]     serial.counter[0]
min in group asynchronous  serial.counter[3]                   RST
min reg2reg                serial.counter[0]     serial.counter[0]
through the flow:
step | utilization [%] | area [µm²] | instances
5_1_grt | 14.62 | 1214 | 201
4_1_cts | 14.62 | 1214 | 201
6_report | 14.62 | 1214 | 201
2_1_floorplan | - | 889.6 | 79
3_5_place_dp | 13.96 | 1159 | 197
3_3_place_gp | 13.96 | 1159 | 197
flip-flops by register name, indices dropped and copies added (netlist names):
name and flops:
FSM.current_state 5, serial.IN_data 8, mux.TX_OUT 1, par_calc.par_bit 1, FSM.Busy 1, serial.counter 4
Power is estimated from default activity; no workload was simulated.
